==> flow/design.v <==
module reg_file #(parameter addr_width_p = 6)
                (input clk
                ,input [addr_width_p-1:0] rs_addr_i
                ,input [addr_width_p-1:0] rd_addr_i
                ,input wen_i
                ,input [31:0] write_data_i
                ,output logic [31:0] rs_val_o
                ,output logic [31:0] rd_val_o
                );
logic [31:0] RF [2**addr_width_p-1:0];
assign rs_val_o = RF [rs_addr_i];
assign rd_val_o = RF [rd_addr_i];
always_ff @ (posedge clk)
  begin
    if (wen_i)
      RF [rd_addr_i] <= write_data_i;
  end
endmodule
==> flow/run.sh <==
#!/bin/bash
# OpenROAD 26Q1-2900-gdf79404cd8, Yosys 0.63+post, stock flow scripts
make -C /OpenROAD-flow-scripts/flow DESIGN_CONFIG=/design/flow/config.mk WORK_HOME=/design/flow/orfs finish
==> flow/config.mk <==
export PLATFORM = sky130hd
export DESIGN_NAME = reg_file
export DESIGN_NICKNAME = reg_file
export VERILOG_FILES = /design/flow/design.v
export SDC_FILE = /design/flow/constraint.sdc
export NUM_CORES = 4
export LEC_CHECK = 1
export CORE_UTILIZATION = 50
==> flow/constraint.sdc <==
current_design reg_file

set clk_period 30.6
set clk_io_pct 0.2

create_clock -name clk0 -period $clk_period [get_ports {clk}]

set non_clock_inputs [all_inputs -no_clocks]
set_input_delay [expr $clk_period * $clk_io_pct] -clock clk0 $non_clock_inputs
set_output_delay [expr $clk_period * $clk_io_pct] -clock clk0 [all_outputs]
==> job_summary.md <==
## PnR job results

| Metric | Value |
|---|---|
| Number of warning messages in the logs | `27` |
| Share of flip-flops with an asynchronous set or reset after synthesis | `0%` |
| Cts bufs inserted | `213` |
| Number of optimization iterations in the first detailed-route pass | `24` |
| Chip Area, Yosys | `94700 um^2` |
| Worst hold path type | `primary input to flip-flop` |
| Maximum level of the CTS H-tree | `4` |
| Setup TNS | `0 ns` |
| Portion of total power attributed to the clock network | `40.8%` |
| Worst EP required | `24.48 ns` |
| GR Overflow Total | `0` |
| Cell at the root of the clock tree | `clkbuf_16` |
| Sequential Power Share | `49.9%` |
| DR WL/cell | `47.4 um` |
| Maximum buffer depth of the clock tree | `3` |
| Startpoint kind of the worst setup timing path | `primary input` |
| Crit path capture type | `primary output` |
| Post-CTS Repair Setup Buffers | `0` |
| Static Leakage | `33.7 nW` |
| Vertical extent of the die | `437 um` |
| Global-route usage over all layers | `46.0%` |
| Power after layout | `6.24 mW` |
| Commonest register cell after synthesis | `edfxtp_1` |
| Number of library cell types mapped by synthesis | `71` |
| Instance count along the most critical hold path | `2` |
| Vias after detailed routing | `61200` |
| Switching fraction of total power | `23.8%` |
| Run status | `complete, no violations` |
| Highest attainable clock frequency | `57.6 MHz` |
| Core area | `188000 um^2` |
| Number of gates resized after CTS | `0` |
| Count of unresolved DRC violations after routing | `0` |
| Number of fillers in the final layout | `14000` |
| Register with the highest flop count | `RF` |
| Tightest slew margin relative to the limit | `23.5%` |
| Via count normalized by instance count | `7.46` |
| Area overhead of the layout relative to synthesis | `12.3%` |
| Placement Rows | `159` |
| Final Critical Period | `17.36 ns` |
| Final core utilization | `56.5%` |
| Number of DRC markers after the initial detailed-route iteration | `5255` |
| Remaining number of nets flagged by the antenna check after routing | `0` |
| Fraction of the cycle the final worst path needs | `56.7%` |
| Reported net switching power | `1.49 mW` |
| Hold-critical path endpoint | `RF[1][12]` |
| Fraction of the yosys area taken by sequential cells | `65.0%` |
| Count of input and output buffers | `109` |
| Yosys warning tally | `1` |
| Avg Inst Size Synth | `17.8 um^2` |
| Max-cap viol count | `0` |
| TritonCTS sink count | `2048` |
| Layout cell share with drive strength beyond 1 | `28.2%` |
| Number of antenna violations at the first check in global routing | `24` |
| Total power divided by cell area | `58.7 nW/um^2` |
| Ys flops | `2048` |
| Sequential cell area | `61500 um^2` |
| Maximum resistive drop on vdd | `0.0606 mV` |
| Number of global-route vias before repair | `65500` |
| Data arrival at the endpoint of the critical path | `11.24 ns` |
| Worst-case setup slack after placement | `13.14 ns` |
| Estimated wirelength of the detail-placed design | `228000 um` |
| Cell count in the Yosys report | `5308` |
| Setup repair after global routing missed its margin | `false` |
| Cell count after synthesis | `5308` |
| Flip-flop count of the largest register, all copies and words added | `2048` |
| Die x size | `437 um` |
| Post-synth tally of flip-flops with integrated enable | `2048` |
| Final wirelength | `389000 um` |
| Clock slew at reported path FFs | `0.06 ns` |
| Hold path start | `write_data_i[12]` |
| Hold Vio Cnt, Final | `0` |
| Measured slew at the worst slew-check pin | `1.14 ns` |
| Post-cts hold buffer count | `0` |
| Final Setup Violations | `0` |
| Final estimated routing congestion in global placement | `1.00` |
| Comb pwr share | `9.3%` |
| CTS tree | `yes` |
| Maximum number of pins on one net before global-route repair | `78` |
| Global-route wire length before repair | `528000 um` |
| Min setup slack post-route | `13.24 ns` |
| Footprint of the multi-input gates | `31400 um^2` |
| Biggest fanout along the worst timing path | `60` |
| Dominant logic cell type in the layout | `edfxtp_1` |
| Final Max Slew Viols | `0` |
| Die ar. | `191000 um^2` |
| Internal portion of total power | `4.75 mW` |
| Netlist area before placement | `94700 um^2` |
| I/O pin count | `110` |
| Start-to-end type of the worst setup path | `primary input to primary output` |
| Initial Util | `50.4%` |
| Top cells excl fill/tap | `edfxtp_1 (2048), mux4_2 (679), buf_4 (317), mux2i_1 (311), a221oi_1 (229)` |
| Largest regs | `RF: 2048 flops` |
final cells by class:
cell class | count | area share, %
sequential | 2048 | 57.9
multi-input combinational | 2801 | 29.5
clock buffer | 260 | 5.20
timing repair buffer | 432 | 3.25
tap | 2495 | 2.94
clock inverter | 127 | 1.11
antenna | 34 | 0.0800
inverter | 4 | 0.0235
worst max-delay path by stage:
| stage | start | to | slack [ns] | depth (start not counted) |
|---|---|---|---|---|
| global route | rs_addr_i[0] | rs_val_o[13] | 12.88 | 10 |
| CTS | rs_addr_i[0] | rs_val_o[13] | 13.15 | 10 |
| finish | rs_addr_i[0] | rs_val_o[13] | 13.24 | 10 |
through the flow:
step / hold slack [ns] / instances / instance area (um^2)
4_1_cts: 5.83 / 8167 / 106000
3_3_place_gp: 6.75 / 7780 / 99500
3_5_place_dp: 6.75 / 7780 / 99500
2_1_floorplan: 6.22 / 5308 / 94700
6_report: 5.86 / 8201 / 106000
5_1_grt: 5.88 / 8179 / 106000
critical path, cell delays in order:
cell and delay (ns):
buf_8 0.40, buf_4 0.61, buf_4 0.67, buf_4 0.73, buf_12 0.46, mux4_2 0.57, a22o_1 0.24, a221oi_1 0.51
a221oi_1 0.25, clkdlybuf4s50_1 0.47
synth_stat cells, types with 7 or more instances:
master,count,area share (%)
edfxtp_1,2048,65
mux4_2,679,16
mux2i_1,311,3.3
a221oi_1,229,2.1
nor2_1,202,0.80
buf_2,190,1.0
a21oi_1,180,0.95
o21ai_0,169,0.89
a22oi_1,157,1.2
clkbuf_1,144,0.57
mux2_2,140,1.7
nand2_1,139,0.55
o22ai_1,111,0.73
a22o_1,70,0.65
buf_4,55,0.44
a221o_1,47,0.50
o221ai_1,43,0.40
buf_1,38,0.15
a211oi_1,36,0.29
nand3_1,26,0.14
buf_6,23,0.27
nor2b_1,22,0.15
a31oi_1,19,0.13
nor3_1,18,0.095
and3_1,15,0.099
nand2b_1,15,0.099
a222oi_1,14,0.15
nand4_1,13,0.086
o211ai_1,12,0.095
o2bb2ai_1,12,0.11
or4_1,11,0.087
or3_1,10,0.066
or2_2,9,0.059
a211o_1,7,0.065
and2_1,7,0.046
per-layer routing:
layer	GRT usage [%]	wire length, um	share of wire, %
met1	48.5	104000	27
met2	57.8	163000	42
met3	44.6	89200	23
met4	25.2	29800	7.7
met5	14.1	3260	0.84
cells by family (layout without fill, tap and decap cells):
| group | Yosys count | count (layout) | synth area share [%] |
|---|---|---|---|
| muxes | 1138 | 1138 | 21.2 |
| other | 0 | 34 | 0 |
| buffers and inverters | 459 | 823 | 2.54 |
| and+or+nand+nor | 514 | 514 | 2.50 |
| AOI/OAI and AO/OA | 1149 | 1149 | 8.76 |
| DFF | 2048 | 2048 | 65.0 |
power by group through the flow:
stage,clock (mW),combinational (mW),sequential [mW]
final,2.55,0.578,3.12
after CTS,2.56,0.559,3.11
after global routing,2.66,0.593,3.12
Power is estimated from default activity; no workload was simulated.
